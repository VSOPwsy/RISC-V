**design.v**
```verilog
`timescale 1ns / 1ps
module seg_display#(
    parameter CLK_FREQ = 100_000_000    
)(
    input           clk,
    input   [31:0]  data,
    output  [7:0]   anode,
    output  [6:0]   cathode,
    output          dp
    );
    localparam DELAY_1_MS = (CLK_FREQ / 1000) * 1 - 1; 
    reg     [2:0]   seg_index = 3'b0;
    reg     [31:0]  clk_cnt = 32'b0;
    reg     [6:0]   cathode_reg = 7'b0;
    always @(posedge clk) begin
        clk_cnt <= clk_cnt < DELAY_1_MS ? clk_cnt + 1 : 32'b0;
        seg_index <= clk_cnt == DELAY_1_MS ? seg_index + 1 : seg_index;
    end
    always @(*) begin
        case(data[4*seg_index+3-:4])
            4'h0: cathode_reg = 7'b100_0000;
            4'h1: cathode_reg = 7'b111_1001;
            4'h2: cathode_reg = 7'b010_0100;
            4'h3: cathode_reg = 7'b011_0000;
            4'h4: cathode_reg = 7'b001_1001;
            4'h5: cathode_reg = 7'b001_0010;
            4'h6: cathode_reg = 7'b000_0010;
            4'h7: cathode_reg = 7'b111_1000;
            4'h8: cathode_reg = 7'b000_0000;
            4'h9: cathode_reg = 7'b001_0000;
            4'ha: cathode_reg = 7'b000_1000;
            4'hb: cathode_reg = 7'b000_0011;
            4'hc: cathode_reg = 7'b100_0110;
            4'hd: cathode_reg = 7'b010_0001;
            4'he: cathode_reg = 7'b000_0110;
            4'hf: cathode_reg = 7'b000_1110;
        endcase
    end
    assign anode = ~(8'd1 << seg_index);
    assign cathode = cathode_reg;
    assign dp = 1'b1;
endmodule
```
**run.sh**
```bash
#!/bin/bash
# OpenROAD 26Q1-2900-gdf79404cd8, Yosys 0.63+post, stock flow scripts
make -C /OpenROAD-flow-scripts/flow DESIGN_CONFIG=/design/flow/config.mk WORK_HOME=/design/flow/orfs finish
```
**constraint.sdc**
```tcl
current_design seg_display

set clk_period 3.1
set clk_io_pct 0.2

create_clock -name clk0 -period $clk_period [get_ports {clk}]

set non_clock_inputs [all_inputs -no_clocks]
set_input_delay [expr $clk_period * $clk_io_pct] -clock clk0 $non_clock_inputs
set_output_delay [expr $clk_period * $clk_io_pct] -clock clk0 [all_outputs]
```
**config.mk**
```make
export PLATFORM = sky130hd
export DESIGN_NAME = seg_display
export DESIGN_NICKNAME = seg_display
export VERILOG_FILES = /design/flow/design.v
export SDC_FILE = /design/flow/constraint.sdc
export NUM_CORES = 4
export LEC_CHECK = 1
export CORE_AREA = 10 10 107 107
export DIE_AREA = 0 0 117 117
```
==> impl_metrics.csv <==
group,metric,value,unit
status,outcome,"finished, final reports clean",
yosys,ff_type,"dfxtp_1",
flow_run,cap_violations,0,
route,num_vias,1590,
clock_tree,cts.path.max_buffers,2,
yosys,synth_seq_share,0.3873,
final_timing,skew,0.004417,ns
power_and_ir_drop,p_comb_frac,0.130,
route,via_per_inst,4.162,
clock_tree,cts_root_buf,"clkbuf_8",
worst_setup_path,path_cells,"clkdlybuf4s50_1 > mux4_2 > mux2i_4 > buf_6 > mux2_2 > o21ai_2 > buf_2",
worst_setup_path,reg2reg_depth,4,
yosys,ys_cells,183,
placed_design,gp_routability_congestion,0.8062,
yosys,ys_types,39,
final_timing,relSlewSlack,0.5320,
clock_tree,cts_tree,"done",
grt,overflow,0,
yosys,synth_cells,183,
yosys,edf_count,3,
final_timing,finalClockPeriodUsage,0.9888,
worst_setup_path,crit_fanout,3,
power_and_ir_drop,p_sw,0.0002109,W
die,core,9196,um^2
yosys,yosys_warnings,1,
final_timing,hold_slack,0.4524,ns
hold_path,min_path_cells,1,
hold_path,hp-class,"register to register",
worst_setup_path,endpoint_kind,"output pin",
layout,multiInputGateArea,1175,um^2
die,core_util_floorplan,0.2052,
layout,area_growth,50.93,%
power_and_ir_drop,power_frac_seq,0.511,
die,io_pins,49,
final_timing,setup_slack,0.03468,ns
power_and_ir_drop,clkPwrFrac,0.359,
yosys,async_reset_ff_frac,0,
final_timing,fmax,0.3262,GHz
power_and_ir_drop,peakVddDrop,0.1857,mV
final_timing,hold_viol,0,
clock_tree,cts_sinks,35,
worst_setup_path,max_stage_delay,0.49,ns
die,die_area,13690,um^2
worst_setup_path,cp.required,2.48,ns
placed_design,dp_hpwl,3483,um
die,die_height,117,um
layout,drive_above_1_share,0.2500,
die,die_w,117,um
power_and_ir_drop,p_leak,1.132,nW
layout,layoutNonFillerInstCount,382,
worst_setup_path,r2r_start,"clk_cnt[14]$_SDFF_PP0_",
worst_setup_path,worstSetupPathType,"input pin to output pin",
yosys,synth-seq-cells,35,
yosys,ys_area,1887,um^2
layout,final_core_util,0.3097,
hold_path,holdPathEnd,"clk_cnt[0]$_SDFF_PP0_",
power_and_ir_drop,p_per_area,321.3,nW/um^2
hold_path,worstHoldStart,"clk_cnt[0]$_SDFF_PP0_",
clock_tree,clk_pin_slew,0.07,ns
grt,grt_max_degree,18,
route,dr.pass1.iters,4,
placed_design,numPortBuffers,47,
grt,grt_usage,0.06493,
worst_setup_path,worst_path_max_delay_cell,"mux4_2",
final_timing,finalSetupViolations,0,
layout,flop_area,730.7,um^2
yosys,syn_area_per_cell,10.31,um^2
grt,first_global_vias,1518,
clock_tree,insertion_delay,0.29,ns
worst_setup_path,rrSetupSlack,0.98,ns
worst_setup_path,cp.arrival,2.45,ns
route,wl,4578,um
final_timing,worst_slew_pin_slew,0.6956,ns
grt,grt_pass1_wl,7231,um
worst_setup_path,crit_path_start_kind,"input pin",
placed_design,place_ws,-0.4974,ns
die,row_count,35,
flow_run,tool_warnings,34,
clock_tree,h-tree-depth,2,
final_timing,period_needed,3.065,ns
route,wl_per_cell,11.98,um
power_and_ir_drop,swShare,0.2304,
route,route.detailed.drc,0,
final_timing,rsz0062_at_grt,"true",
worst_setup_path,r2r-end,"seg_index[0]$_DFFE_PP_",
clock_tree,cts_buffers,5,
placed_design,dp.cells,363,
power_and_ir_drop,intPower,0.0007042,W
yosys,synth_area,1887,um^2
layout,fillers,944,
route,drt_iter0_markers,86,
clock_tree,holdBufCountCts,0,
grt,antenna_found_initial,1,
final_timing,finalMaxSlewViolations,0,
route,final_antenna_net_count,0,
[state kept, by name, indices dropped and copies added (netlist names)]
| register | cells |
|---|---|
| clk_cnt | 32 |
| seg_index | 3 |
[cell usage after synthesis (all sizes together) (4+ instances only)]
| cell type | instances | area [um^2] |
|---|---|---|
| ha | 12 | 150.1 |
| or3 | 7 | 43.79 |
| nand2 | 14 | 52.55 |
| nand4 | 5 | 31.28 |
| xnor2 | 6 | 52.55 |
| mux4 | 8 | 195.2 |
| nor4 | 4 | 25.02 |
| nor2 | 4 | 15.01 |
| nand3 | 6 | 30.03 |
| inv | 12 | 45.04 |
| dfxtp | 32 | 640.6 |
| clkbuf | 6 | 22.52 |
| mux2i | 9 | 115.1 |
| xor2 | 5 | 43.79 |
| a22oi | 5 | 37.54 |
| a21oi | 11 | 55.05 |
| o21ai | 8 | 40.04 |
[stage by stage]
| stage | power, W | instance area [um^2] | TNS (ns) |
|---|---|---|---|
| 2_1_floorplan | 0.0005173 | 1939 | 0 |
| 3_3_place_gp | 0.0005909 | 2628 | -3.018 |
| 3_5_place_dp | 0.0005923 | 2628 | -3.045 |
| 4_1_cts | 0.0009158 | 2740 | 0 |
| 5_1_grt | 0.0009697 | 2843 | -0.1030 |
| 6_report | 0.0009150 | 2848 | 0 |
[metal layers]
metal  global-route usage  up-vias  wire, um
li1                     -      820         -
met1              0.08686      707      2236
met2              0.09449       61      1766
met3              0.03612        2       568
met4             0.004119        0         7
met5                    0        -         0
[how the worst max path moves through the flow]
| stage | start | end | slack [ns] | cells past startpoint |
|---|---|---|---|---|
| 6_report | data[30] | cathode[4] | 0.03 | 7 |
| 5_1_grt | seg_index[0]$_DFFE_PP_ | cathode[1] | -0.04 | 9 |
| 4_1_cts | data[19] | cathode[2] | 0.002 | 8 |
[critical path, delay by kind of cell]
kind | cells | cell delay (ns)
AOI/OAI and AO/OA | 1 | 0.12
buffers and inverters | 3 | 0.63
muxes | 3 | 1.07
[cell usage in the layout (no fill, tap or decap), types with 2 or more instances in the layout]
cell and instances:
dfxtp_1 32, clkdlybuf4s50_1 21, conb_1 16, dlygate4sd2_1 16, buf_4 16, nand2_1 14
a21oi_1 11, buf_6 9, inv_1 8, mux4_2 8, mux2i_1 7, or3_1 7
ha_1 7, xnor2_1 6, nand3_1 5, nand4_1 5, o21ai_0 5, a22oi_1 5
xor2_1 5, clkbuf_8 5, buf_2 5, nor2_1 4, nor4_1 4, ha_4 4
diode_2 3, inv_4 3, nor3_1 3, dlymetal6s2s_1 3, edfxtp_1 3, inv_2 2
mux2i_4 2, mux2_2 2, o21ai_2 2, o31ai_1 2, and4_1 2, or4_1 2
clkdlybuf4s15_1 2
[power by group through the flow]
stage	Sequential [W]	Combinational (W)	Clock [W]
final	0.000468	0.000119	0.000328
after global routing	0.000469	0.000131	0.000370
after CTS	0.000468	0.000109	0.000339
[cell type report]
class                   count  area share
flip-flops and latches     35      0.2566
clock inverters             3    0.007909
well taps                 111     0.04877
multi-input cells         141      0.4126
clock buffers               5     0.02417
diodes                      3    0.002636
repair buffers             72      0.2298
inverters                  12     0.01757
[what timing repair did]
| action | CTS | global route |
|---|---|---|
| resized | 50 | 20 |
| setup endpoints to repair | 7 | 7 |
| setup buffers | 5 | 3 |
| pin swaps | 3 | 3 |
| endpoints found under the hold margin | 0 | 0 |
[logic make-up after synthesis]
group                      count (synthesis)  share of synthesized area
xor gates and xnor gates                  11                    0.05106
other                                      2                   0.003980
AOI/OAI and AO/OA                         30                    0.09682
DFF                                       35                     0.3873
adders and majority gates                 12                    0.07957
buffers and inverters                     21                    0.04973
muxes                                     20                     0.1843
and+or+nand+nor                           52                     0.1472
No activity file was given, so power comes from the tool's default toggle rates.
